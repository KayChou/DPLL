`flow/run.sh`:
```
#!/bin/bash
# OpenROAD 26Q1-2900-gdf79404cd8, Yosys 0.63+post, stock flow scripts
make -C /OpenROAD-flow-scripts/flow DESIGN_CONFIG=/design/flow/config.mk WORK_HOME=/design/flow/orfs finish
```
`flow/config.mk`:
```
export PLATFORM = sky130hd
export DESIGN_NAME = main
export DESIGN_NICKNAME = main
export VERILOG_FILES = /design/flow/design.v
export SDC_FILE = /design/flow/constraint.sdc
export NUM_CORES = 4
export LEC_CHECK = 1
export CORE_UTILIZATION = 50
```
`flow/constraint.sdc`:
```
current_design main

set clk_period 4.2
set clk_io_pct 0.2

create_clock -name clk0 -period $clk_period [get_ports {CLK_100MHz}]

set non_clock_inputs [all_inputs -no_clocks]
set_input_delay [expr $clk_period * $clk_io_pct] -clock clk0 $non_clock_inputs
set_output_delay [expr $clk_period * $clk_io_pct] -clock clk0 [all_outputs]
```
`flow/design.v`:
```
`timescale 1ns / 1ps
module and_door(
	input a1,
	input a2,
	output And
    );
assign And = a1 && a2;
endmodule
`timescale 1ns / 1ps
module clk_div(
	input clk,
	input wire[31:0] N,
	input wire[1:0] offset,
	input wire[31:0] reset,
	output reg clk_out = 0
    );
reg[31:0] cnt = 32'b0000 ;
always @(posedge clk) begin
	if (reset) begin
		cnt = 0;
		clk_out = 0;
	end
	case(offset)
		1: cnt = cnt + 5;
		2: if(cnt > 5) begin 
				cnt = cnt - 5;
			end
		default: cnt = cnt + 1;
	endcase
	if (cnt >= N) begin
		cnt = 0;
		clk_out = ~clk_out;
	end
end
endmodule
`timescale 1ns / 1ps
module main(
	input CLK_100MHz,
	input signal,
	output CLK_500Hz
    );
wire pulse;
wire add_flag;
wire cut_flag;
reg[1:0] offset;
clk_div To_1M (
    .clk(CLK_100MHz),
    .N(500),
	 .offset(2'b00),
	 .reset(0),
    .clk_out(CLK_100KHZ)
    );
clk_div To_50K (
    .clk(CLK_100MHz),
    .N(1000),
	 .offset(2'b00),
	 .reset(0),
    .clk_out(CLK_50KHZ)
    );
clk_div To_500 (
    .clk(CLK_100KHZ), 
    .N(100),
	 .offset(offset),
	 .reset(0),
    .clk_out(CLK_500Hz)
    );
over_sample signal_detect (
    .clk_50K(CLK_50KHZ), 
    .signal(signal), 
    .pulse(pulse)
    );
and_door And_1 (
    .a1(CLK_500Hz), 
    .a2(pulse),
    .And(cut_flag)
    );
and_door And_2 (
    .a1(!CLK_500Hz), 
    .a2(pulse), 
    .And(add_flag)
    );
always @(posedge CLK_50KHZ) begin
	if (cut_flag) begin
		offset = 2;
	end
	else if ( offset!=2 && add_flag) begin
		offset = 1;
	end
	else begin
		offset = 0;
	end
end
endmodule
`timescale 1ns / 1ps
module over_sample(
	input clk_50K,
	input signal,
	output reg pulse = 0
    );
reg pre_state = 0;
always @(posedge clk_50K) begin
	if (signal > 0 && pre_state == 0) begin
		pulse = 1;
	end
	else begin
		pulse = 0;
	end
	if (signal > 0) begin
		pre_state = 1;
	end
	else begin
		pre_state = 0;
	end
end
endmodule
```
==> impl_metrics.py <==
# Synthesis and PnR figures
metrics = {
    "logic_synthesis": {
        "synth.yosys.num_cells": 625,
        "most_common_cell": "dfxtp_1",
        "ys.flops": 104,
        "syn-instance-count": 625,
        "synth_top_cell_by_area": "dfxtp_1",
        "flop_cell": "dfxtp_1",
        "top_cells_by_area": "dfxtp_1 37%, nor3_1 3.7%, nand3_1 3.6%",
        "yosys.stat.chipArea_sq_um": 5460,
        "netlist_area_sq_um": 5460,
        "postSynthAreaPerCell_sq_um": 8.73,
        "edf_count": 3,
        "post_synth_most_frequent_cells": "101 x dfxtp_1, 42 x nor2_1, 40 x nor3_1",
        "synthDominantCellAreaShare_pct": 37.1,
        "async_reset_ff_share_pct": 0,
        "yosys_warn_count": 5,
        "synth_cell_type_count": 76,
        "register_share_after_synthesis_pct": 38.7,
    },
    "timing": {
        "worst_margin_slew_ps": 878,
        "maxSlewViolCount": 0,
        "final-hold-violation-count": 0,
        "achievable-frequency_mhz": 301,
        "untimed_endpoints": 15,
        "setup_repair_after_global_routing_missed_its_margin": "no",
        "timing.clock.skew_ps": 13.3,
        "final.hold.worst_slack_ps": 482,
        "setup_viol": 0,
        "unclocked_regs": 38,
        "final.min_clock_period_ps": 3320,
        "setup_tns_ps": 0,
        "relSlewSlack_pct": 40.8,
        "fin_crit_sh_pct": 79.0,
    },
    "drt": {
        "first_pass_iters": 5,
        "initialDrtViolationCount": 213,
        "drt_wl_total_mm": 12.5,
        "route.antenna.diode_count": 0,
        "wl_per_cell_um": 15.2,
        "final_antenna_net_count": 0,
        "routed_via_density": 5.84,
        "number_of_remaining_drc_errors": 0,
        "routed-via-count": 4820,
    },
    "floorplanning": {
        "floorplan.core_util_pct": 52.1,
        "chipArea_sq_um": 11300,
        "std_cell_rows": 37,
        "fp.dieW_um": 106,
        "ioPinCount": 3,
        "floorplan.core_area_sq_um": 10500,
        "die_height_um": 106,
    },
    "grt": {
        "global_route.usage.met3_pct": 2.38,
        "global_route.peak_usage_layer": "met2",
        "global_route.usage.total_pct": 24.1,
        "globalRouteMet1Util_pct": 36.8,
        "global_route.usage.met2_pct": 36.8,
        "pin_count_of_the_biggest_net_entering_global_routing": 34,
        "gr-total-overflow": 0,
        "initial_antenna_violation_count": 0,
        "global_route_wire_length_before_repair_mm": 21.3,
        "grt_pass1_vias": 4378,
    },
    "cts": {
        "clock_tree_from_tritoncts": "built",
        "clk_latency_ps": 340,
        "cts-hold-fix-buffers": 0,
        "htreeDepth": 3,
        "clock_path_buffers": 2,
        "cts-root-buf": "clkbuf_8",
        "post_cts_setup_buffer_count": 0,
        "post_cts_resized": 0,
        "cts.reportedPaths.clkPinSlew_ps": 80,
        "cts_inserted_buffers": 9,
    },
    "setup_path": {
        "required_ps": 4130,
        "path_class": "reg -> reg",
        "critical-path-max-stage-delay_ps": 740,
        "worst_path_arrival_time_ps": 3250,
        "cpMostUsedCell": "nand4_1",
        "cp_top_family": "simple AND/OR/NAND/NOR gates",
        "count_of_buffering_cells_on_the_critical_path_with_inverters_included": 0,
        "cpMaxStageDelayCell": "nor4_1",
        "critical_path.cell_chain": "nand4_1, nor4_1, nand2_1, nor2_1, xor2_1, a2111oi_0, nand4_1",
        "critical_path_depth": 7,
        "worstPathMaxFanout": 11,
        "worst_setup_path_end_kind": "flip-flop",
        "setup.worst_path.start_class": "flip-flop",
        "worstRegToRegCells": 7,
    },
    "placed_design": {
        "post-dp-hpwl_mm": 9.45,
        "finalWeightedCongestion": 0.960,
        "port_buffers": 2,
    },
    "job": {
        "warning_count": 33,
        "max-cap-violations": 0,
    },
    "pwr": {
        "max-vdd-ir-drop_mv": 0.286,
        "cellLeakagePower_nw": 2.08,
        "swShare_pct": 22.9,
        "sequential_power_share_pct": 54.9,
        "net-switching-power_mw": 0.281,
        "power.total_mw": 1.23,
        "power_frac_comb_pct": 3.1,
        "p_int_mw": 0.949,
        "power_density_nw_per_um2": 205,
        "power_frac_clock_pct": 42.0,
    },
    "layout": {
        "final_layout_size_suffix_gt1_share_pct": 5.37,
        "flow.area_growth_from_synthesis_pct": 10.2,
    },
    "status": {
        "outcome": "completed",
    },
    "min_path": {
        "min-delay-path-class": "reg -> reg",
        "timing.hold.worst_path_depth": 1,
    },
}
## final timing paths
path / slack (ps) / from / end
worst max-delay path: 880 / To_50K.cnt[3]$_SDFF_PP0_ / To_50K.clk_out$_DFFE_PP_
worst min-delay path: 480 / To_50K.cnt[0]$_SDFF_PP0_ / To_50K.cnt[0]$_SDFF_PP0_
worst max register to register: 880 / To_50K.cnt[3]$_SDFF_PP0_ / To_50K.clk_out$_DFFE_PP_
worst min register to register: 480 / To_50K.cnt[0]$_SDFF_PP0_ / To_50K.cnt[0]$_SDFF_PP0_
## cell type report
cell class / count / area, sq um
clock buffer: 9 / 124
clock inverter: 7 / 76.3
tap: 136 / 170
multi-input combinational: 548 / 3420
sequential: 104 / 2110
timing repair buffer: 6 / 50.0
inverter: 15 / 56.3
fill: 948 / 4450
## stage by stage
| step | worst slack, ps | cell area, sq um | utilization [%] | instances |
|---|---|---|---|---|
| 2_1_floorplan | 1320 | 5710 | - | 694 |
| 3_3_place_gp | 1020 | 5810 | 55.5 | 809 |
| 3_5_place_dp | 966 | 5810 | 55.5 | 809 |
| 4_1_cts | 923 | 6010 | 57.5 | 825 |
| 5_1_grt | 601 | 6010 | 57.5 | 825 |
| 6_report | 882 | 6010 | 57.5 | 825 |
## state kept, by name, indices dropped and copies added, names as in the netlist
name,count
To_500.clk_out,1
To_1M.clk_out,1
To_50K.clk_out,1
signal_detect.pulse,1
signal_detect.pre_state,1
offset,3
To_50K.cnt,32
To_1M.cnt,32
To_500.cnt,32
## routing by layer
layer / up-vias / wire [um]
li1: 2464 / -
met3: 36 / 531
met5: - / 0
met1: 2190 / 5710
met2: 130 / 5770
met4: 0 / 511
## kinds of logic (layout without fill, tap and decap cells)
kind of cell | Yosys count | after routing | share of synthesized area [%]
fa+ha+maj | 8 | 8 | 1.83
mux | 7 | 7 | 1.31
simple gates | 306 | 306 | 32.7
compound gates | 118 | 118 | 15.8
other cells | 1 | 70 | 0.0687
xor+xnor | 39 | 39 | 6.26
flops | 104 | 104 | 38.7
buf+inv | 42 | 37 | 3.28
## power groups by stage
stage	clock [mW]	combinational [mW]	sequential, mW
after global routing	0.559	0.0452	0.679
final	0.517	0.0382	0.676
after CTS	0.536	0.0386	0.676
## cells in the final DEF (no fill, tap or decap), types with 5 or more instances in the layout
cell      synthesis  routed
dfxtp_1         101     101
conb_1            1      70
nor2_1           42      42
nor3_1           40      40
nand3_1          39      39
nand2_1          37      37
nand4_1          27      27
xnor2_1          22      22
nor4_1           20      20
xor2_1           17      17
o211ai_1         16      16
a21oi_1          16      16
or4_1            16      16
inv_1            15      15
o21ai_0          13      13
and3_1           12      12
and4_1            9       9
clkbuf_8          0       9
a31oi_1           8       8
or3_1             8       8
ha_1              8       8
and2_1            7       7
o22ai_1           7       7
nand4b_1          7       7
mux2i_1           6       6
and4b_1           6       6
nand2b_1          5       5
o41ai_1           5       5
o31ai_1           5       5
nor3b_1           5       5
Power is estimated from default activity; no workload was simulated.
